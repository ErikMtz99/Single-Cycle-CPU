**flow/config.mk**
```make
export PLATFORM = sky130hd
export DESIGN_NAME = reg_file
export DESIGN_NICKNAME = reg_file
export VERILOG_FILES = /design/flow/design.v
export SDC_FILE = /design/flow/constraint.sdc
export NUM_CORES = 4
export LEC_CHECK = 1
export CORE_UTILIZATION = 50
```
**flow/constraint.sdc**
```tcl
current_design reg_file

set clk_period 11.4
set clk_io_pct 0.2

create_clock -name clk0 -period $clk_period [get_ports {clk}]

set non_clock_inputs [all_inputs -no_clocks]
set_input_delay [expr $clk_period * $clk_io_pct] -clock clk0 $non_clock_inputs
set_output_delay [expr $clk_period * $clk_io_pct] -clock clk0 [all_outputs]
```
**flow/design.v**
```verilog
module reg_file (input [4:0] A1, A2, A3,
            input [31:0] WD3,
			input WE3, clk,
            output reg [31:0] RD1, RD2);
	 reg [31:0] rf[31:0];  
	 always @ (posedge clk)  
	    begin
        rf[0] = 0;   
	    RD1 = rf[A1]; 
		RD2 = rf[A2];
	    if (WE3) begin
		    rf[A3] = WD3;
		end	
		end
endmodule
```
**flow/run.sh**
```bash
#!/bin/bash
# OpenROAD 26Q1-2900-gdf79404cd8, Yosys 0.63+post, stock flow scripts
make -C /OpenROAD-flow-scripts/flow DESIGN_CONFIG=/design/flow/config.mk WORK_HOME=/design/flow/orfs finish
```
==> ci_impl_report.md <==
## Implementation flow summary

| Metric | Value |
|---|---|
| Post-synth top area cell | `sky130_fd_sc_hd__edfxtp_1` |
| # placed instances | `4,321` |
| Number of vias after detailed routing | `36,065` |
| CP Data Arrival Time | `6610 ps` |
| Critical R2R Launch | `rf[13][30]$_DFFE_PP_` |
| Pwr Density | `169 mW/mm²` |
| Count of input and output buffers | `112` |
| Number of nets with antenna violations after routing | `0` |
| Synthesized instance count | `3,131` |
| Final tally of setup violations | `0` |
| Worst Max-Slew Pin Slew | `1370 ps` |
| Worst hold stages | `2` |
| Overflow after GRT | `0` |
| Top cells by area in the synthesized netlist | `sky130_fd_sc_hd__edfxtp_1, sky130_fd_sc_hd__a22oi_1, sky130_fd_sc_hd__dfxtp_1, sky130_fd_sc_hd__and3_1, sky130_fd_sc_hd__nand3_1` |
| Core Footprint | `0.0889 mm²` |
| Clock transition at path regs | `60 ps` |
| Die Span Y | `303 µm` |
| First-pass GRT wire length | `293,000 µm` |
| Half-perimeter wire length after detailed placement | `122,000 µm` |
| Post-layout period usage | `52.2%` |
| Mapped cell area | `0.0452 mm²` |
| Largest driver fanout on the critical path | `23` |
| Commonest Layout Cell | `sky130_fd_sc_hd__edfxtp_1` |
| Final non-filler cell total | `4,540` |
| Vias per Instance | `7.94` |
| Total number of warnings across the stage logs | `26` |
| Post-synthesis area per instance | `14.4 µm²` |
| Hold/Removal Path Class | `reg -> reg` |
| Headroom to the max-slew limit | `8.38%` |
| Proportion of register bits with asynchronous set or reset after synthesis | `0%` |
| Critical path data required time | `12,050 ps` |
| Max Slew Vio Count | `0` |
| EDFF count, synth | `992` |
| Hold Fails Final Rpt | `0` |
| Hold path startpoint | `rf[27][21]$_DFFE_PP_` |
| Shortest period the worst path allows | `5950 ps` |
| Number of DRC violations after detailed-routing iteration 0 | `4,189` |
| Category of the worst setup path capture point | `flip-flop` |
| GRT Resource Usage Total | `52.7%` |
| Final Skew | `26.0 ps` |
| Total Power | `8860 µW` |
| Cell depth of the worst flop-to-flop path | `5` |
| Standby leakage power | `0.0174 µW` |
| Outcome | `completed` |
| Gates resized, CTS repair | `0` |
| Number of sinks on the clock net | `1,056` |
| Pin count of the biggest net entering global routing | `57` |
| Share of cells above drive strength 1 | `16.1%` |
| CTS tree | `yes` |
| Total DRC errors in the routed layout | `0` |
| Chip area from the yosys synthesis statistics | `0.0452 mm²` |
| Setup bufs post-CTS | `0` |
| Root buffer cell | `sky130_fd_sc_hd__clkbuf_16` |
| # Cells Yosys | `3,131` |
| Capture point of the worst reg-to-reg path | `RD2[30]$_DFF_P_` |
| Area Overhead vs Synth | `16.1%` |
| Pre-Repair DR Iteration Count | `8` |
| Clock Path Buffers | `3` |
| IR Drop Worst-Case VDD | `150 µV` |
| DRT Wirelength | `216,000 µm` |
| Largest type area fraction | `66.0%` |
| Hold Path End | `RD1[21]$_DFF_P_` |
| Cts bufs inserted | `111` |
| Setup_tns | `0 ps` |
| Antenna violations before repair | `9` |
| Number of register bits inferred by synthesis | `1,056` |
| H-tree depth | `3` |
| Area of the chip | `0.0915 mm²` |
| Cell Type Count | `61` |
| Number of buffers added to fix hold violations after cts | `0` |
| FMAX | `168 MHz` |
| Max capacitance violation total | `0` |
| Dominant Register Cell | `sky130_fd_sc_hd__edfxtp_1` |
| Critical Path Start Type | `primary input` |
| Last weighted congestion value of the routability-driven placer | `1.09` |
| I/O pin cnt | `113` |
| Flop2flop setup slack | `9300 ps` |
| Crit Path Category | `in -> reg` |
| Row count | `109` |
| Unrepaired setup endpoints after global routing | `no` |
| Register area share after synthesis | `68.8%` |
| Commonest non-fill, non-tap cells in the layout | `sky130_fd_sc_hd__edfxtp_1, sky130_fd_sc_hd__a22oi_1, sky130_fd_sc_hd__and3_1` |
| Number of global-route vias before repair | `37,750` |
| Core Util at FP | `50.8%` |
| Average wire per standard cell | `47.6 µm` |
| Die X | `303 µm` |
| Clk latency of the worst-skew pair | `720 ps` |
| Synth Warn # | `2` |
power by group:
group          internal (µW)  switching [µW]
sequential              4320            49.6
combinational            197             406
clock                   2320            1560
worst max-delay path by stage:
stage / from / to / slack (ps) / depth (start not counted)
after CTS: A1[0] / RD1[1]$_DFF_P_ / 5950 / 9
after global routing: A2[3] / RD2[27]$_DFF_P_ / 5690 / 9
final: A2[3] / RD2[27]$_DFF_P_ / 5450 / 9
metal layers:
metal / track usage, % / part of all wire [%] / vias to the layer above
met2: 64.5 / 39 / 4432
met1: 58.1 / 29 / 16938
met3: 50.4 / 23 / 1159
li1: - / - / 13469
met4: 29.5 / 8.0 / 67
met5: 17.2 / 0.80 / -
state kept, by name (all words and copies together) (netlist names):
signal,cells
RD2,32
rf,992
RD1,32
synthesized netlist by cell type (3+ instances only):
library cell	instances
sky130_fd_sc_hd__a2111oi_0	52
sky130_fd_sc_hd__a2111oi_4	5
sky130_fd_sc_hd__a21oi_1	6
sky130_fd_sc_hd__a221oi_1	39
sky130_fd_sc_hd__a222oi_1	20
sky130_fd_sc_hd__a22o_1	52
sky130_fd_sc_hd__a22oi_1	460
sky130_fd_sc_hd__a31oi_1	32
sky130_fd_sc_hd__a32o_1	27
sky130_fd_sc_hd__a32oi_1	74
sky130_fd_sc_hd__and2_1	14
sky130_fd_sc_hd__and3_1	192
sky130_fd_sc_hd__and3b_1	9
sky130_fd_sc_hd__and4_1	13
sky130_fd_sc_hd__buf_1	28
sky130_fd_sc_hd__buf_2	56
sky130_fd_sc_hd__buf_6	3
sky130_fd_sc_hd__clkbuf_1	186
sky130_fd_sc_hd__dfxtp_1	64
sky130_fd_sc_hd__edfxtp_1	992
sky130_fd_sc_hd__inv_1	6
sky130_fd_sc_hd__mux2_2	54
sky130_fd_sc_hd__mux2i_1	45
sky130_fd_sc_hd__mux4_2	18
sky130_fd_sc_hd__nand2_1	85
sky130_fd_sc_hd__nand2b_1	9
sky130_fd_sc_hd__nand3_1	185
sky130_fd_sc_hd__nand3b_1	10
sky130_fd_sc_hd__nand4_1	116
sky130_fd_sc_hd__nor2_1	81
sky130_fd_sc_hd__nor2b_1	12
sky130_fd_sc_hd__nor3_1	8
sky130_fd_sc_hd__nor3b_1	13
sky130_fd_sc_hd__nor4_1	25
sky130_fd_sc_hd__nor4bb_1	3
sky130_fd_sc_hd__o2111ai_1	3
sky130_fd_sc_hd__o211ai_1	29
sky130_fd_sc_hd__o21ai_0	21
sky130_fd_sc_hd__o32ai_1	3
sky130_fd_sc_hd__or3_1	6
sky130_fd_sc_hd__or3b_2	3
sky130_fd_sc_hd__or4_1	47
worst max-delay path, cell delays in order:
cell and delay [ps]:
sky130_fd_sc_hd__buf_2 620, sky130_fd_sc_hd__buf_4 470, sky130_fd_sc_hd__nor2b_4 860, sky130_fd_sc_hd__buf_4 480, sky130_fd_sc_hd__and2_2 650, sky130_fd_sc_hd__buf_4 660, sky130_fd_sc_hd__a2111oi_0 250, sky130_fd_sc_hd__nand4_1 130
sky130_fd_sc_hd__a311o_1 140
area by class of cell:
type,count,area (µm²)
fill,6570,36500
sequential,1056,31100
multi-input combinational,1793,13500
clock buffer,152,3140
timing repair buffer,300,2510
tap,1165,1460
clock inverter,59,763
inverter,7,26.3
antenna,8,20.0
kinds of logic after synthesis:
kind of cell	after synthesis	synth area share (%)
AND/OR/NAND/NOR	842	10.6
AND-OR/OR-AND	834	14.7
buffers and inverters	282	2.59
flip-flops	1056	68.8
multiplexers	117	3.24
per-stage QoR:
step | utilization, % | instance area (µm²) | hold WS (ps) | worst slack (ps)
global route | 59.0 | 52400 | 550 | 5690
CTS | 59.0 | 52400 | 536 | 5950
floorplan | - | 45200 | 464 | 6880
detailed placement | 54.6 | 48500 | 522 | 5220
finish | 59.0 | 52400 | 537 | 5450
global placement | 54.6 | 48500 | 520 | 5280
Power and IR drop assume default switching activity.
